==> design.v <==
module baud_gen
#(
  parameter CLK_FREQ = 50_000_000,
  parameter BAUD_RATE = 9600
)
(
  input wire clk,
  input wire reset,
  output wire baud_tick
);
localparam integer BAUD_DIV = CLK_FREQ / (16 * BAUD_RATE);
reg tick = 0;
assign baud_tick = tick;
reg [31:0] counter = 0;
always @(posedge clk or posedge reset) begin
  if (reset) begin
    counter <= 0;
    tick <= 0;
  end else begin
    if (counter == BAUD_DIV - 1) begin
      tick <= 1;
      counter <= 0;
    end else begin
      counter <= counter + 1;
      tick <= 0;
    end
  end
end
endmodule
module uart
#(
  parameter CLK_FREQ = 50_000_000,
  parameter BAUD_RATE = 9600
)
(
  input wire clk,
  input wire reset,
  input wire rx,
  input wire rx_en,
  output wire rx_valid,
  output reg [7:0] rx_out,
  input reg [7:0] tx_in,
  input wire tx_en,
  output wire tx,
  output wire tx_busy
);
uart_rx #(.CLK_FREQ(CLK_FREQ), .BAUD_RATE(BAUD_RATE)) uart_rx (
  .clk(clk),
  .reset(reset),
  .rx(rx),
  .rx_en(rx_en),
  .rx_valid(rx_valid),
  .rx_out(rx_out)
);
uart_tx #(.CLK_FREQ(CLK_FREQ), .BAUD_RATE(BAUD_RATE)) uart_tx (
  .clk(clk),
  .reset(reset),
  .tx_in(tx_in),
  .tx_en(tx_en),
  .tx(tx),
  .tx_busy(tx_busy)
);
endmodule
module uart_rx
#(
  parameter CLK_FREQ = 50_000_000,
  parameter BAUD_RATE = 9600
)
(
  input wire clk,
  input wire reset,
  input wire rx,
  input wire rx_en,
  output wire rx_valid,
  output reg [7:0] rx_out
);
typedef enum reg [1:0] {
  IDLE  = 2'b00,
  START = 2'b01,
  DATA  = 2'b10,
  STOP  = 2'b11
} state_t;
state_t state = IDLE;
reg [2:0] shift_idx = 0;
reg valid = 0;
reg [3:0] tick_count = 0;  
assign rx_valid = valid;
wire baud_tick;
baud_gen #(.CLK_FREQ(CLK_FREQ), .BAUD_RATE(BAUD_RATE)) baud_gen (
  .clk(clk),
  .reset(reset),
  .baud_tick(baud_tick)
);
always @(posedge clk or posedge reset) begin
  if (reset) begin
    state <= IDLE;
    valid <= 0;
    tick_count <= 0;
    shift_idx <= 0;
    rx_out <= 0;
  end else if (baud_tick) begin
    case (state)
      IDLE: begin
        if (rx_en && !rx) begin
          state <= START;
          tick_count <= 0;
          valid <= 0;
        end
      end
      START: begin
        if (tick_count == 7) begin  
          if (rx == 0) begin
            state <= DATA;
            shift_idx <= 0;
            tick_count <= 0;
          end else begin
            state <= IDLE;
          end
        end else begin
          tick_count <= tick_count + 1;
        end
      end
      DATA: begin
        if (tick_count == 15) begin
          rx_out[shift_idx] <= rx;
          shift_idx <= shift_idx + 1;
          tick_count <= 0;
          if (shift_idx == 7) begin
            state <= STOP;
          end
        end else begin
          tick_count <= tick_count + 1;
        end
      end
      STOP: begin
        if (tick_count == 15) begin
          valid <= (rx == 1);
          state <= IDLE;
          tick_count <= 0;
        end else begin
          tick_count <= tick_count + 1;
        end
      end
    endcase
  end
end
endmodule
module uart_tx
#(
  parameter CLK_FREQ = 50_000_000,
  parameter BAUD_RATE = 9600
)
(
  input wire clk,
  input wire reset,
  input reg [7:0] tx_in,
  input wire tx_en,
  output wire tx,
  output wire tx_busy
);
typedef enum reg [1:0] {
  IDLE  = 2'b00,
  START = 2'b01,
  DATA  = 2'b10,
  STOP  = 2'b11
} state_t;
state_t state = IDLE;
reg [3:0] tick_count = 0;  
reg [2:0] shift_idx = 0;
reg tx_reg = 1;
assign tx_busy = (state != IDLE);
assign tx = tx_reg; 
wire baud_tick;
baud_gen #(.CLK_FREQ(CLK_FREQ), .BAUD_RATE(BAUD_RATE)) baud_gen (
  .clk(clk),
  .reset(reset),
  .baud_tick(baud_tick)
);
always @(posedge clk or posedge reset) begin
  if (reset) begin
    state <= IDLE;
    tx_reg <= 1;
    tick_count <= 0;
    shift_idx <= 0;
  end else if (baud_tick) begin
    case (state)
      IDLE: begin
        if (tx_en) begin
          state <= START;
          tx_reg <= 0;  
          tick_count <= 0;
        end
      end
      START: begin
        if (tick_count == 15) begin  
            state <= DATA;
            shift_idx <= 0;
            tick_count <= 0;
        end else begin
          tick_count <= tick_count + 1;
        end
      end
      DATA: begin
        if (tick_count == 0) begin
          tx_reg <= tx_in[shift_idx];
        end
        if (tick_count == 15) begin
          shift_idx <= shift_idx + 1;
          tick_count <= 0;
          if (shift_idx == 7) begin
            state <= STOP;
          end
        end else begin
          tick_count <= tick_count + 1;
        end
      end
      STOP: begin
        if (tick_count == 0) begin
          tx_reg <= 1;  
        end
        if (tick_count == 15) begin
          state <= IDLE;
          tick_count <= 0;
        end else begin
          tick_count <= tick_count + 1;
        end
      end
    endcase
  end
end
endmodule
==> run.sh <==
#!/bin/bash
# OpenROAD 26Q1-2900-gdf79404cd8, Yosys 0.63+post, stock flow scripts
make -C /OpenROAD-flow-scripts/flow DESIGN_CONFIG=/design/flow/config.mk WORK_HOME=/design/flow/orfs finish
==> config.mk <==
export PLATFORM = sky130hd
export DESIGN_NAME = uart
export DESIGN_NICKNAME = uart
export VERILOG_FILES = /design/flow/design.v
export SDC_FILE = /design/flow/constraint.sdc
export NUM_CORES = 4
export LEC_CHECK = 1
export CORE_UTILIZATION = 50
==> constraint.sdc <==
current_design uart

set clk_period 5.4
set clk_io_pct 0.2

create_clock -name clk0 -period $clk_period [get_ports {clk}]

set non_clock_inputs [all_inputs -no_clocks]
set_input_delay [expr $clk_period * $clk_io_pct] -clock clk0 $non_clock_inputs
set_output_delay [expr $clk_period * $clk_io_pct] -clock clk0 [all_outputs]
==> qor.yml <==
end_kind: "output pin"
holdBufCountCts: 0
hold_viol: 0
cp.required_ns: 4.32
grtUsageTotal: 0.178
worstPathMaxFanout: 5
post_drt_wl_per_cell_um: 13.3
fin_crit_ns: 2.75
hold_depth: 1
grt_pass1_vias: 2994
cts_resized: 0
pwr_density_cell_nw_per_um2: 234
cts_tree: "done"
grt_max_degree: 61
finClkSkew_ns: 0.0110
rsz0062_at_grt: "false"
critPathKind: "reg -> out"
critical-path-max-stage-delay_ns: 0.48
cts-root-buf: "clkbuf_8"
critPathCapture: "tx_busy"
cap_violations: 0
power_switching_mw: 0.255
ys_seq_share: 0.498
power_frac_seq: 0.572
vdd_ir_drop_max_mv: 0.142
top_area_frac: 0.492
clk_pin_slew_worst_paths_ns: 0.09
htreeDepth: 3
dp.cells: 581
worstSetupStartpointType: "flop"
syn_area_per_cell_um2: 10.4
drc_errors: 0
dr.pass1.iters: 4
drt_iter0_drc: 152
ios: 24
antenna_found_initial: 0
leakage_nw: 2.40
timing.rr.start: "uart_rx.tick_count[0]"
max-clock-path-buffers: 2
synth-area-yosys_um2: 4730
flop_cell: "dfrtp_1"
drive_gt1_frac: 0.0679
warnings: 35
path_buffers: 3
setup-violations-final: 0
dieWidth_um: 99.2
worstPathCellList: "inv_1 > ha_1 > inv_1 > clkdlybuf4s50_1"
num_rows: 35
r2r_cells: 6
critPathSlowestCell: "clkdlybuf4s50_1"
p_int_mw: 0.979
grt_pass1_wl_mm: 13.9
core-area_um2: 9200
crit_family: "buffers and inverters"
postCtsSetupBuffers: 0
synth_area_um2: 4730
num_vias: 3232
n_antenna_cell: 0
finalClockPeriodUsage: 0.510
dp_hpwl_mm: 5.55
ant_nets: 0
gr-total-overflow: 0
clk_latency_ns: 0.35
numCtsBuffers: 9
async_flop_share: 1.00
p_sw_frac: 0.207
slew_headroom: 0.516
reg2reg_slack_ns: 3.40
crit_top_cell: "inv_1"
crit_cells: 4
final_cells: 597
avgViaCountPerCell: 5.41
arrival_ns: 1.67
io_buffers: 23
status: "finished clean"
topCellsByArea: "dfrtp_1 (49%), xnor2_1 (7.2%), ha_1 (5.0%), nand2_1 (3.9%), xor2_1 (3.9%)"
comb_power_share: 0.023
startpoint: "uart_tx.state[0]"
yosysTopAreaCell: "dfrtp_1"
fp-utilization: 0.514
timing.fmax_mhz: 363
ys_ff: 94
ys_warn_count: 3
timing.final.max_slew_violations: 0
r2r_end: "uart_rx.rx_out[4]"
hold_path.startpoint: "uart_rx.baud_gen.counter[31]"
place_congestion: 0.823
cts.sinks: 94
largest_registers: "uart_rx.baud_gen.counter (32), uart_tx.baud_gen.counter (32), uart_rx.rx_out (8)"
syn_inst: 455
max_slew.worst_pin.slew_ns: 0.726
p_clk_frac: 0.404
ys_cells: 455
n_fill_cell: 788
final.setup.tns_ns: 0
area_delta_synth_final_pct: 11.6
routed_wl_mm: 7.94
chip_area_um2: 9850
ys_types: 51
die_y_um: 99.2
edf_count: 0
worst_hold_path_type: "reg -> reg"
==> power by group through the flow <==
| stage | Sequential, mW | Combinational [mW] | Clock [mW] |
|---|---|---|---|
| final | 0.706 | 0.0289 | 0.499 |
| after CTS | 0.706 | 0.0304 | 0.521 |
| after global routing | 0.706 | 0.0336 | 0.552 |
==> layout by cell type, fill, tap and decap left out, types with 3 or more instances in the layout <==
cell,instances
dfrtp_1,93
nand2_1,49
nor2_1,44
xnor2_1,39
nand3_1,23
clkdlybuf4s50_1,23
inv_1,21
xor2_1,21
ha_1,19
nand4_1,17
nor3_1,15
o21ai_0,12
nor4_1,10
and3_1,9
clkbuf_8,9
a22o_1,7
nor2b_1,6
and4_1,5
mux2_2,5
o31ai_1,4
a21oi_1,4
nor4_4,3
nor4b_1,3
a41o_1,3
==> worst min path at each step <==
stage | to | slack [ns]
after CTS | uart_rx.baud_gen.counter[31] | 0.48
after global routing | uart_rx.baud_gen.counter[29] | 0.52
final | uart_rx.baud_gen.counter[31] | 0.47
==> final cells by class <==
type                       instances  area [µm²]  share of cell area
clock inverter                     5        83.8              0.0159
timing repair buffer              24         238              0.0450
inverter                          22        83.8              0.0159
clock buffer                      11         131              0.0249
multi-input combinational        330        2250               0.426
sequential                        94        2350               0.446
tap                              111         139              0.0263
==> cells by family (layout without fill, tap and decap cells) <==
| logic type | after synthesis | after routing | synth area share |
|---|---|---|---|
| DFF | 94 | 94 | 0.498 |
| xor gates and xnor gates | 60 | 60 | 0.111 |
| and+or+nand+nor | 199 | 199 | 0.225 |
| buffers and inverters | 31 | 62 | 0.0265 |
| adders and majority gates | 19 | 19 | 0.0503 |
| AOI/OAI and AO/OA | 43 | 43 | 0.0635 |
| muxes | 9 | 9 | 0.0257 |
==> stage by stage <==
step	util	cell area [µm²]	hold slack, ns	power [mW]	setup WS (ns)
2_1_floorplan	-	4730	0.442	0.735	1.87
3_3_place_gp	0.551	5060	0.463	0.750	2.42
3_5_place_dp	0.551	5060	0.463	0.750	2.36
4_1_cts	0.574	5280	0.480	1.26	2.61
5_1_grt	0.574	5280	0.521	1.29	2.54
6_report	0.574	5280	0.472	1.23	2.65
==> cells in the mapped netlist, drive strengths merged, types with 2 or more instances <==
master / n
inv: 22
nor2: 44
dfrtp: 93
a21boi: 2
mux4: 2
o31ai: 4
mux2i: 2
clkbuf: 7
nor3: 16
a41o: 3
nand3: 24
and2: 2
buf: 2
nor2b: 6
xor2: 21
nor4: 13
a21oi: 4
ha: 19
nand2b: 2
xnor2: 39
a22o: 7
nor4b: 3
mux2: 5
nand4: 19
and4: 5
or3: 3
o22ai: 2
and3: 9
o21ai: 13
nand2: 49
==> worst reg2reg max path: cells and delay by family (launching register included) <==
family | cells | cell delay [ns]
simple gates | 4 | 0.95
flops | 1 | 0.39
fa+ha+maj | 1 | 0.28
mux | 1 | 0.28
==> per-layer routing <==
metal / track usage / up-vias / routed length (µm)
li1: - / 1639 / -
met3: 0.0243 / 10 / 243
met2: 0.250 / 44 / 3330
met5: 0 / - / 0
met1: 0.318 / 1539 / 4250
met4: 0.0249 / 0 / 111
Power and IR drop assume default switching activity.

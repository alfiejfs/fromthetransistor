===== flow/design.v =====
module blink (
    input clk,
    output reg led
);
reg [31:0] count;
always @ (posedge clk) begin
  if (count == 4) begin
    count <= 0;
    led <= ~led;
  end else begin
    count <= count + 1;
  end
end
endmodule

===== flow/run.sh =====
#!/bin/bash
# OpenROAD 26Q1-2900-gdf79404cd8, Yosys 0.63+post, stock flow scripts
make -C /OpenROAD-flow-scripts/flow DESIGN_CONFIG=/design/flow/config.mk WORK_HOME=/design/flow/orfs finish

===== flow/config.mk =====
export PLATFORM = sky130hd
export DESIGN_NAME = blink
export DESIGN_NICKNAME = blink
export VERILOG_FILES = /design/flow/design.v
export SDC_FILE = /design/flow/constraint.sdc
export NUM_CORES = 4
export LEC_CHECK = 1
export CORE_AREA = 10 10 105 105
export DIE_AREA = 0 0 115 115

===== flow/constraint.sdc =====
current_design blink

set clk_period 4.5
set clk_io_pct 0.2

create_clock -name clk0 -period $clk_period [get_ports {clk}]

set non_clock_inputs [all_inputs -no_clocks]
set_input_delay [expr $clk_period * $clk_io_pct] -clock clk0 $non_clock_inputs
set_output_delay [expr $clk_period * $clk_io_pct] -clock clk0 [all_outputs]

==> GITHUB_STEP_SUMMARY <==
## Synthesis and layout report

| Metric | Value |
|---|---|
| Status | finished clean |
| Sequential power share | 56.7% |
| Most frequent logic cell in the layout | dfxtp_1 |
| Pre-CTS worst setup slack | 2.81 ns |
| Cells after Synth | 138 |
| Fmax | 504 MHz |
| DIE WIDTH | 115 um |
| Arr. time, crit path | 1.08 ns |
| CTS tree | built |
| Area growth syn-to-layout | 16.2% |
| Root buffer cell | clkbuf_8 |
| Synth Cell Area | 0.00138 mm2 |
| Critical path type | register to primary output |
| Fin. max-slew vios | 0 |
| CTS max path bufs | 2 |
| Pwr per Cell Area | 322 mW/mm2 |
| Largest net degree at the start of global routing | 13 |
| Cell count in the Yosys report | 138 |
| Via density | 3.73 |
| Max Cap Viol | 0 |
| Static leakage | 0.483 nW |
| Levels on crit path | 1 |
| Crit path max-delay family | buffers and inverters |
| Fin crit share | 44.1% |
| Int Pwr | 0.418 mW |
| Die area | 0.0132 mm2 |
| Worst Tran Pin Value | 0.598 ns |
| FF+latch count, synth | 33 |
| Num rows | 34 |
| Global route overflow | 0 |
| Final design utilization | 18.3% |
| Synth cell types | 23 |
| Final hold vios | 0 |
| Number of antenna diodes | 0 |
| R2R depth | 4 |
| Total length of routed wires | 2.28 mm |
| GR Util All Layers | 3.57% |
| Post-route ant nets | 0 |
| Required time worst endpoint | 3.60 ns |
| Worst path bufs/invs | 1 |
| Final setup skew | 0.00553 ns |
| Maximum vdd drop | 0.000166 V |
| Die Ht | 115 um |
| Post_cts resized | 0 |
| Final setup vio count | 0 |
| Remaining DRCs | 0 |
| Critical path's slowest cell | clkdlybuf4s50_1 |
| Initial core utilization | 15.8% |
| Number of DRC markers in iteration 0 | 99 |
| Clk pwr share | 43.3% |
| Core Region | 0.00876 mm2 |
| Gate power share | 0% |
| Worst setup SP type | register |
| Slew headroom | 59.8% |
| First-pass GRT wire length | 4.02 mm |
| Post-CTS Repair Setup Buffers | 0 |
| Crit-path max cell delay | 0.46 ns |
| Register share after synthesis | 48.5% |
| Tot Pwr | 0.517 mW |
| Port Buffers | 1 |
| CTS buffer count | 5 |
| Yosys Chip Area | 0.00138 mm2 |
| Vias | 948 |
| Hold path depth | 1 |
| Most frequent cells in the layout | 32 x dfxtp_1, 26 x xnor2_1, 17 x nand3_1, 11 x nand4_1, 9 x nand2_1 |
| Final min period | 1.98 ns |
| H-tree Lvls | 2 |
| Routed length per instance | 8.96 um |
| Final worst setup slack | 2.52 ns |
| Vias in the first global route | 881 |
| R2R setup slack | 2.81 ns |
| Pre-Repair DR Iteration Count | 4 |
| Dpl cells | 246 |
| Sw frac | 19.2% |
| Total negative setup slack | 0 ns |
| Post-Layout Cell Count | 254 |
| Chain of cells forming the critical path | clkdlybuf4s50_1 |
| Critical Path Sink Type | primary output |
| Avg Cell Area, Syn | 10.0 um2 |
| Synth warn | 1 |
| Initial antenna violation count | 0 |
| RSZ-0062 raised after global routing | no |
| Hold_buf cts | 0 |
| RePlAce Congestion | 0.794 |
| Clk pin slew, worst setup/hold paths | 0.06 ns |
| Worst-path fanout max | 2 |
| Top Ports | 2 |
| Worst min-delay path class | register to register |
| Clock Latency Late Sink | 0.28 ns |
| Tool Warnings | 26 |
| Net Switching | 0.0993 mW |
| DP HPWL | 1.62 mm |
| Clock sinks | 33 |
| Share of layout cells above drive strength 1 | 8.90% |
-- path summary, 6_finish.rpt --
kind         startpoint   endpoint
min           count[31]  count[31]
min reg2reg   count[31]  count[31]
max                 led        led
max reg2reg   count[10]  count[26]
-- final cells by class --
cell class              instances  area (um2)
fillers                       969        7160
multi-input cells             100         686
flip-flops and latches         33         671
well taps                     108         135
clock buffers                   8        90.1
inverters                       4        15.0
repair buffers                  1        10.0
-- worst register-to-register path: cells and delay by family, from the launching register on --
| kind | cells | cell delay, ns |
|---|---|---|
| xor+xnor | 1 | 0.16 |
| flops | 1 | 0.46 |
| simple gates | 3 | 0.95 |
-- routing by layer --
layer	track usage [%]	share of wire, %	vias up
li1	-	-	503
met1	5.02	50	426
met2	5.22	43	15
met3	1.21	5.2	4
met4	0.743	1.7	0
met5	0	0	-
-- state kept, by name, indices dropped and copies added (netlist names) --
register  count
count        32
led           1
-- power by group through the flow --
| stage | Combinational (mW) | Clock (mW) | Sequential, mW |
|---|---|---|---|
| final | 0.000000168 | 0.224 | 0.293 |
| after global routing | 0.000000168 | 0.251 | 0.293 |
| after CTS | 0.000000168 | 0.232 | 0.293 |
-- cell usage after synthesis --
cell type  count  area, um2
nor4_4         1       21.3
nor2b_1        1       6.26
nor4_1         6       37.5
and3_2         1       7.51
nor2_2         1       6.26
nand4_2        2       25.0
or2_2          1       6.26
xor2_1         4       35.0
xnor2_1       26        228
dfxtp_1       32        641
nand4_1       11       68.8
ha_1           2       25.0
nand3_1       17       85.1
nand2_1        9       33.8
nor2_1         8       30.0
and3_1         3       18.8
inv_1          4       15.0
and4_1         1       8.76
nor3_1         3       15.0
nor3_2         1       10.0
nor4b_1        2       17.5
buf_6          1       11.3
edfxtp_1       1       30.0
-- per-stage QoR --
step | area, um2 | hold slack, ns
after floorplan | 1380 | 0.435
after CTS | 1610 | 0.466
after detailed placement | 1520 | 0.454
after global placement | 1520 | 0.446
final | 1610 | 0.465
after global routing | 1610 | 0.491
-- logic make-up after synthesis --
| kind of cell | share of synthesized area [%] |
|---|---|
| flops | 48.5 |
| xor+xnor | 19.0 |
| simple gates | 28.8 |
| buf+inv | 1.90 |
| fa+ha+maj | 1.81 |
Power and IR drop assume default switching activity.
